**/design/flow/design.v**
```verilog
module reg_file #(parameter addr_width_p = 6)
                (input clk
                ,input [addr_width_p-1:0] rs_addr_i
                ,input [addr_width_p-1:0] rd_addr_i
                ,input wen_i
                ,input [addr_width_p-1:0] wa_i
                ,input [31:0] write_data_i
                ,output logic [31:0] rs_val_o
                ,output logic [31:0] rd_val_o
                );
logic [31:0] RF [2**addr_width_p-1:0];
assign rs_val_o = RF [rs_addr_i];
assign rd_val_o = RF [rd_addr_i];
always_ff @ (posedge clk)
  begin
    if (wen_i)
      RF [wa_i] <= write_data_i;
  end
endmodule
```
**/design/flow/config.mk**
```make
export PLATFORM = sky130hd
export DESIGN_NAME = reg_file
export DESIGN_NICKNAME = reg_file
export VERILOG_FILES = /design/flow/design.v
export SDC_FILE = /design/flow/constraint.sdc
export NUM_CORES = 4
export LEC_CHECK = 1
export CORE_UTILIZATION = 50
```
**/design/flow/constraint.sdc**
```tcl
current_design reg_file

set clk_period 9.8
set clk_io_pct 0.2

create_clock -name clk0 -period $clk_period [get_ports {clk}]

set non_clock_inputs [all_inputs -no_clocks]
set_input_delay [expr $clk_period * $clk_io_pct] -clock clk0 $non_clock_inputs
set_output_delay [expr $clk_period * $clk_io_pct] -clock clk0 [all_outputs]
```
**/design/flow/run.sh**
```bash
#!/bin/bash
# OpenROAD 26Q1-2900-gdf79404cd8, Yosys 0.63+post, stock flow scripts
make -C /OpenROAD-flow-scripts/flow DESIGN_CONFIG=/design/flow/config.mk WORK_HOME=/design/flow/orfs finish
```
==> flow_metrics.tcl <==
# collected from the flow reports
set metrics [dict create \
    postSynthCellCount 4348 \
    design_area_um2 106000 \
    cts_tree "yes" \
    cts_max_level 4 \
    cts_num_sinks 2048 \
    synth_top_area_share 0.652 \
    port_buffers 115 \
    hold_viol 0 \
    tightest_slew_ns 1.02 \
    flop_cell "edfxtp_1" \
    critPathBufInv 3 \
    placed_cell_area_um2 99400 \
    post-layout-total-power_uw 19200 \
    path_delay_family "AND-OR/OR-AND gates" \
    worst_ep_required_time_ns 7.84 \
    top_register "RF" \
    hold_class "in -> reg" \
    avgRoutedWirePerCell_um 40.6 \
    chipArea_um2 191000 \
    async_flop_share 0 \
    fillers 13500 \
    area_leaders "edfxtp_1 (65%), mux4_2 (27%), mux2i_1 (2.2%), a22oi_1 (0.68%), buf_2 (0.64%)" \
    synth_warnings 1 \
    period_used_share 0.788 \
    synth.avg_cell_area_um2 21.7 \
    fmaxAchievable_mhz 130 \
    grt_pass1_wl_um 416000 \
    final_antenna_net_count 0 \
    wl_um 295000 \
    vias 50100 \
    cp.arrival_ns 5.76 \
    end_kind "output port" \
    p_leak_uw 0.0331 \
    min-delay-start "write_data_i[1]" \
    drive_gt1_frac 0.384 \
    core_um2 188000 \
    drc 0 \
    finalSetupTns_ns 0 \
    clk_root_buffer_cell "clkbuf_16" \
    yosysChipArea_um2 94400 \
    drt_iter0_drc 3176 \
    slowest_stage "a211oi_1" \
    vdd_drop_max_v 0.000182 \
    die.size.y_um 436 \
    finalSetupViolCount 0 \
    postCtsSetupRepairBufs 0 \
    post_cts_resized 0 \
    hold_depth 2 \
    largest_area_cell "edfxtp_1" \
    grtUsageTotal 0.358 \
    status "complete, no violations" \
    ctsHoldBuffers 0 \
    edf_count 2048 \
    slowest_delay_ns 0.77 \
    cts_made_buffers 212 \
    grt_pass1_vias 55900 \
    path_max_fanout 52 \
    drv_cap 0 \
    gp_congestion 0.903 \
    post-dp-hpwl_um 173000 \
    dr.pass1.iters 5 \
    final-comb-area_um2 31700 \
    grt_max_degree 86 \
    slew-limit-headroom 0.319 \
    slew_violations 0 \
    start_kind "input port" \
    reg_top3 "RF: 2048 flops" \
    clk_pin_slew_worst_paths_ns 0.06 \
    rsz0062_at_grt "false" \
    ys_cells 4348 \
    fp-utilization 0.503 \
    ys_seq_frac 0.652 \
    rows 159 \
    antenna_found_initial 12 \
    num_io_pins 116 \
    openroad.warnings 26 \
    pwr_density_cell_nw_per_um2 181 \
    crit_type "in -> out" \
    synth_flops 2048 \
    seqCellArea_um2 61500 \
    hold_end "RF[34][1]" \
    crit_chain "buf_8 > buf_4 > or3b_2 > o22ai_1 > a211oi_1 > o21ai_1 > a21oi_1 > clkdlybuf4s50_1" \
    grt.overflow.total 0 \
    post-route-min-period_ns 7.72 \
    synth.distinct_cells 37 \
    die_x_um 436 \
    area.growth.synth_to_final_pct 12.4 \
    viasPerCell 6.89 \
    largest_reg_flops 2048 \
    netlist_area_um2 94400 \
    fin_util 0.565 \
    cts_buffer_depth 3 \
]
## power breakdown
part	switching [uW]	internal (uW)
clock	3380	4430
combinational	971	703
sequential	23.1	9700
total	4380	14800
## cells in the final DEF (no fill, tap or decap), drive strengths merged, types with 56 or more instances in the layout
master / synthesis / final
nand2: 93 / 93
clkbuf: 135 / 262
edfxtp: 2048 / 2048
clkinv: 0 / 94
mux2i: 204 / 204
mux4: 1124 / 1124
a22oi: 85 / 85
o22ai: 56 / 56
buf: 212 / 295
a21oi: 58 / 58
nor2: 94 / 94
clkdlybuf4s50: 0 / 72
## logic make-up after synthesis
logic type / count (synthesis) / share of synthesized area
compound gates: 340 / 0.0242
buf+inv: 348 / 0.0185
flops: 2048 / 0.652
mux: 1364 / 0.294
simple gates: 248 / 0.0115
## how the worst max path moves through the flow
stage            start      endpoint  slack (ns)  cells after the start
4_1_cts   rd_addr_i[0]  rd_val_o[31]        1.99                      8
5_1_grt   rd_addr_i[0]  rd_val_o[31]        1.77                      8
6_report  rs_addr_i[1]  rs_val_o[24]        2.08                      8
## cell type report
cell class	instances	share of cell area
inverters	1	0.0000354
repair buffers	367	0.0295
multi-input cells	1952	0.298
clock inverters	126	0.00992
flip-flops and latches	2048	0.580
clock buffers	262	0.0526
diodes	9	0.000212
well taps	2495	0.0294
## cells in the mapped netlist (31+ instances only)
| cell | instances |
|---|---|
| buf_2 | 121 |
| nor2_1 | 94 |
| edfxtp_1 | 2048 |
| a21oi_1 | 58 |
| o22ai_1 | 56 |
| nand2_1 | 93 |
| clkbuf_1 | 135 |
| mux2_2 | 36 |
| o21ai_1 | 31 |
| mux2i_1 | 204 |
| mux4_2 | 1124 |
| a22oi_1 | 85 |
| buf_4 | 55 |
## metrics by stage
stage | hold slack (ns) | worst slack [ns] | std cells
2_1_floorplan | 2.06 | 4.15 | 4348
3_3_place_gp | 2.58 | 1.97 | 6863
3_5_place_dp | 2.59 | 2.01 | 6863
6_report | 1.70 | 2.08 | 7260
5_1_grt | 1.68 | 1.77 | 7258
4_1_cts | 1.66 | 1.99 | 7251
## per-layer routing
layer	vias up	GRT usage	part of all wire
met2	4005	0.480	0.46
li1	19800	-	-
met3	569	0.323	0.22
met4	16	0.0980	0.037
met1	25600	0.442	0.29
met5	-	0.0275	0.0017
Power is estimated from default activity; no workload was simulated.
